**design/flow/design.v**
```verilog
module uart_rx #(
    DBIT = 8,
    SB_TICK = 16
) (
    input logic clk,
    reset,
    input logic rx,
    s_tick,
    output logic rx_done_tick,
    output logic [7:0] dout
);
  typedef enum {
    idle,
    start,
    data,
    stop
  } state_type;
  state_type state_reg, state_next;
  logic [3:0] s_reg, s_next;
  logic [2:0] n_reg, n_next;
  logic [7:0] b_reg, b_next;
  logic [7:0] dout_reg, dout_next;
  always_ff @(posedge clk, posedge reset)
    if (reset) begin
      state_reg <= idle;
      s_reg <= 0;
      n_reg <= 0;
      b_reg <= 0;
      dout_reg <= 0;
    end else begin
      state_reg <= state_next;
      s_reg <= s_next;
      n_reg <= n_next;
      b_reg <= b_next;
      dout_reg <= dout_next;
    end
  always_comb begin
    state_next = state_reg;
    rx_done_tick = 1'b0;
    s_next = s_reg;
    n_next = n_reg;
    b_next = b_reg;
    dout_next = dout_reg;
    case (state_reg)
      idle:
      if (rx == 0) begin
        state_next = start;
        s_next = 0;
      end
      start:
      if (s_tick)
        if (s_reg == 7) begin
          state_next = data;
          s_next = 0;
          n_next = 0;
        end else s_next = s_reg + 1;
      data:
      if (s_tick)
        if (s_reg == (SB_TICK - 1)) begin
          b_next = {rx, b_reg[7:1]};
          if (n_reg == (DBIT - 1)) state_next = stop;
          else n_next = n_reg + 1;
        end else s_next = s_reg + 1;
      stop:
      if (s_tick)
        if (s_reg == (SB_TICK - 1)) begin
          state_next   = idle;
          rx_done_tick = 1'b1;
        end else s_next = s_reg + 1;
    endcase
  end
  assign dout = b_reg;
endmodule
```
**design/flow/run.sh**
```bash
#!/bin/bash
# OpenROAD 26Q1-2900-gdf79404cd8, Yosys 0.63+post, stock flow scripts
make -C /OpenROAD-flow-scripts/flow DESIGN_CONFIG=/design/flow/config.mk WORK_HOME=/design/flow/orfs finish
```
**design/flow/config.mk**
```make
export PLATFORM = sky130hd
export DESIGN_NAME = uart_rx
export DESIGN_NICKNAME = uart_rx
export VERILOG_FILES = /design/flow/design.v
export SDC_FILE = /design/flow/constraint.sdc
export NUM_CORES = 4
export LEC_CHECK = 1
export CORE_AREA = 10 10 86 86
export DIE_AREA = 0 0 96 96
```
**design/flow/constraint.sdc**
```tcl
current_design uart_rx

set clk_period 3.2
set clk_io_pct 0.2

create_clock -name clk0 -period $clk_period [get_ports {clk}]

set non_clock_inputs [all_inputs -no_clocks]
set_input_delay [expr $clk_period * $clk_io_pct] -clock clk0 $non_clock_inputs
set_output_delay [expr $clk_period * $clk_io_pct] -clock clk0 [all_outputs]
```
==> flow_metrics.tcl <==
# metrics dict for downstream scripts
set metrics [dict create \
    outcome "complete, no violations" \
    hp-class "reg2reg" \
    n_antenna_cell 0 \
    die-area_um2 9220 \
    utilization 0.215 \
    cpPeakStageDelay_ps 500 \
    syn-cell-area_um2 971 \
    gp_congestion 0.777 \
    hold_depth 1 \
    dp_slack_ps 417 \
    finClkSkew_ps 3.52 \
    aoi_share 0.119 \
    timing.fmax_mhz 361 \
    logic_area_um2 453 \
    layoutNonFillerInstCount 165 \
    grt_pass1_vias 686 \
    post_drt_via_cell_ratio 3.83 \
    drive_gt1_frac 0.215 \
    drtIter0Drc 16 \
    cts_buffer_depth 2 \
    numCtsBuffers 3 \
    ys_top_cells_by_count "dfrtp_1, mux2_2, nand2_1" \
    yosysWarnings 1 \
    ys_chip_area_um2 971 \
    crit_top_cell "clkdlybuf4s50_1" \
    ant_nets 0 \
    r2r-end "n_reg[2]" \
    tightest_slew_ps 733 \
    warning_count 25 \
    syn2layout_area_growth_pct 22.9 \
    top_cells_by_area "dfrtp_1, mux2_2, ha_1" \
    rr_startpoint "s_reg[0]" \
    finalWorstSetupSlack_ps 431 \
    syn_inst 80 \
    grt_max_degree 20 \
    start_kind "primary input" \
    cts_tree "yes" \
    arrival_ps 2130 \
    grt_remaining_overflow 0 \
    netlist.area_leader.share 0.464 \
    rows 27 \
    grt_first_pass_wirelength_um 3040 \
    slew_violations 0 \
    cap_viol_max_count 0 \
    routed_wl_um 1650 \
    grt_util_all_layers 0.0395 \
    first_pass_iters 4 \
    startpoint "s_tick" \
    io_buffers 12 \
    fp_util 0.175 \
    post-synth-top-area-cell "dfrtp_1" \
    mux_share 0.126 \
    slowest_stage "clkdlybuf4s50_1" \
    logic_family "simple AND/OR/NAND/NOR gates" \
    path_class "in2out" \
    antenna_found_initial 0 \
    most_common_cell "dfrtp_1" \
    ys_seq_elements 19 \
    io_pins 13 \
    dieWidth_um 96 \
    cts_hold_buf 0 \
    yosysUniqueCellTypes 30 \
    relSlewSlack 0.511 \
    dp.cells 161 \
    post_dp_cell_area_um2 1150 \
    stdcell_area_um2 1190 \
    hpwl_um 1240 \
    h-tree-depth 1 \
    reg2reg_slack_ps 1250 \
    worstHoldStart "n_reg[0]" \
    cp_max_fo 5 \
    drc 0 \
    synthAdderAreaFrac 0.0387 \
    end_kind "output port" \
    ys_seq_frac 0.491 \
    setup_viol 0 \
    postCtsSetupBuffers 0 \
    p_per_area_nw_per_um2 504 \
    peakVddDrop_mv 0.257 \
    ys_cells 80 \
    post-route-min-period_ps 2770 \
    r2r_cells 5 \
    xor_share 0 \
    synth-main-ff-cell "dfrtp_1" \
    min_to "n_reg[0]" \
    core-area_um2 5540 \
    post_synth.cell_area_avg_um2 12.1 \
    vias 632 \
    clk_pin_slew_ps 70 \
    ff_latch_area_um2 477 \
    dieHeight_um 96 \
    finalHoldViolations 0 \
    power.leakage_nw 0.515 \
    cts_resized 0 \
    rsz0062_at_grt "false" \
    fin_tns_setup_ps 0 \
    fill_cells 621 \
    ys_sh_simple 0.183 \
    worstSkewPairLatency_ps 250 \
    period_used_share 0.865 \
    edf_count 0 \
    ys_async_sr_fraction 1.00 \
    largest_reg_flops 8 \
    clock-root-buffer "clkbuf_8" \
    post_drt_wl_per_cell_um 9.99 \
    cts_sinks 19 \
    cp.required_ps 2560 \
    worstPathCellList "clkdlybuf4s50_1 -> and3_1 -> and3_2 -> clkdlybuf4s50_1" \
]
==> placed cells by master (no fill, tap or decap), drive strengths merged <==
master         count
o21ai              6
inv                2
nand3              3
nor2               1
nor3               2
or4b               1
a21o               2
clkbuf             3
and3               2
clkinv             1
mux2i              1
and2b              2
ha                 3
nor4b              2
o211ai             2
clkdlybuf4s50     12
o2111ai            1
dfstp              1
o31a               1
dfrtp             18
a211oi             2
a21oi              1
or4                1
mux2              10
nand3b             1
nand2b             2
nand2             10
==> logic make-up (layout without fill, tap and decap cells) <==
kind of cell,Yosys count,after routing
adder cells (fa/ha/maj),3,3
buffers and inverters,5,18
multiplexers,11,11
AND-OR/OR-AND,15,15
flip-flops,19,19
AND/OR/NAND/NOR,27,27
==> worst max-delay path by stage <==
stage	to	slack (ps)	depth (start not counted)
4_1_cts	rx_done_tick	420	4
5_1_grt	rx_done_tick	380	4
6_report	rx_done_tick	430	4
==> layout make-up <==
| cell class | instances | area share |
|---|---|---|
| clock buffers | 3 | 0.0346 |
| clock inverters | 1 | 0.00419 |
| inverters | 2 | 0.00629 |
| multi-input cells | 56 | 0.379 |
| flip-flops and latches | 19 | 0.399 |
| well taps | 72 | 0.0755 |
| repair buffers | 12 | 0.101 |
==> critical path: cells and delay by family <==
family / cells / cell delay (ps)
buf+inv: 2 / 980
simple gates: 2 / 510
==> power by group <==
| group | switching (mW) | internal [mW] | total (mW) |
|---|---|---|---|
| registers | 0.0590 | 0.273 | 0.332 |
| clock network | 0.0742 | 0.0863 | 0.160 |
| logic | 0.0525 | 0.0565 | 0.109 |
==> routing by layer <==
layer	track usage	part of all wire	vias up
li1	-	-	317
met1	0.0523	0.49	304
met2	0.0661	0.46	9
met3	0.00786	0.035	2
met4	0.00737	0.012	0
met5	0	0	-
==> stage by stage <==
| stage | hold WS, ps | power [mW] |
|---|---|---|
| after CTS | 505 | 0.612 |
| after global placement | 484 | 0.444 |
| after global routing | 541 | 0.648 |
| final | 495 | 0.602 |
| after detailed placement | 495 | 0.445 |
| after floorplan | 454 | 0.431 |
Power figures rest on the tool's default switching activity, not on a simulated workload.

==> /design/flow/design.v <==
module uart_reg (
    input logic        clk,
    input logic        write_enable,
    input logic [ 4:0] address,
    input logic [30:0] data_in,
    input logic        tx_done,
    output logic [10:0] dvsr,
    output logic [7:0] data_out,
    output logic tx_start,
    output logic full,
    output logic [31:0] cout
);
  logic [31:0] registers[0:2];
  always @(negedge clk) begin
    if (write_enable) begin
      if((address>>2)==0)
      registers[address>>2] <= {1'b1,data_in};
      else
      registers[address>>2] <= data_in;
    end
    else if (tx_done) begin
      registers[0] <= registers[0] & !(32'h80000000);
    end
  end
  assign data_out = registers[0][7:0];
  assign dvsr = registers[1][10:0];
  assign tx_start = registers[2][1:0];
  assign full = registers[0][31];
  always_comb begin
    if (address==5'b0) begin
      cout = 32'h80000000 & registers[address>>2];
    end
    else begin
      cout = registers[address>>2];
    end
  end
endmodule
==> /design/flow/run.sh <==
#!/bin/bash
# OpenROAD 26Q1-2900-gdf79404cd8, Yosys 0.63+post, stock flow scripts
make -C /OpenROAD-flow-scripts/flow DESIGN_CONFIG=/design/flow/config.mk WORK_HOME=/design/flow/orfs finish
==> /design/flow/config.mk <==
export PLATFORM = sky130hd
export DESIGN_NAME = uart_reg
export DESIGN_NICKNAME = uart_reg
export VERILOG_FILES = /design/flow/design.v
export SDC_FILE = /design/flow/constraint.sdc
export NUM_CORES = 4
export LEC_CHECK = 1
export CORE_UTILIZATION = 40
==> /design/flow/constraint.sdc <==
current_design uart_reg

set clk_period 4.2
set clk_io_pct 0.2

create_clock -name clk0 -period $clk_period [get_ports {clk}]

set non_clock_inputs [all_inputs -no_clocks]
set_input_delay [expr $clk_period * $clk_io_pct] -clock clk0 $non_clock_inputs
set_output_delay [expr $clk_period * $clk_io_pct] -clock clk0 [all_outputs]
==> results_dict.tcl <==
# metrics dict for downstream scripts
set metrics [dict create \
    crit_slowest_cell "mux4_2" \
    worstSetupEndpointType "output pin" \
    hp-start "address[3]" \
    path_delay_family "multiplexers" \
    layout_top_cell "inv_1" \
    drtAntennaViolNets 0 \
    grtUsageTotal 0.181 \
    grt_pass1_vias 3938 \
    hpwl_um 6410 \
    lay_top_cells "132 x inv_1, 128 x edfxtp_1, 45 x buf_4, 36 x clkdlybuf4s50_1, 36 x buf_2" \
    rows 41 \
    port_buffers 91 \
    clk_path_buf_depth 2 \
    wl_um 10800 \
    coreArea_mm2 0.0128 \
    maxSlewHeadroom 0.673 \
    max_cap_viol_count 0 \
    critPathMaxFanout 2 \
    ios 92 \
    status "finished, violations left" \
    antenna_found_initial 2 \
    synthDistinctLibCells 19 \
    cts.sinks 128 \
    holdPathEnd "cout[31]" \
    syn-cell-area_mm2 0.00533 \
    slowest_delay_ns 0.46 \
    grt_setup_unrepaired "true" \
    drive_above_1_share 0.319 \
    diodes 0 \
    reg_top3 "registers: 128 flops" \
    utilization 0.596 \
    ir_drop_uv 267 \
    setup_viol 33 \
    place_congestion 0.741 \
    cp_num_buf_inv 1 \
    dieWidth_um 117 \
    htreeDepth 4 \
    yosys_cells 270 \
    timing.setup.tns_ns -8.67 \
    pwr-share-seq 0.391 \
    hold_viol 0 \
    synth.ff_latch_count 128 \
    synthCells 270 \
    p_int_mw 2.98 \
    chipArea_mm2 0.0138 \
    crit_required_ns 3.36 \
    min_path_cells 3 \
    holdBufCountCts 0 \
    slew_viol_final 0 \
    drcViolationCount 0 \
    drt_first_pass_iters 4 \
    critPathKind "flip-flop to output pin" \
    combPwrFrac 0.080 \
    p_sw_uw 945 \
    cp-start-kind "flip-flop" \
    largest_register_ffs 128 \
    nFillCells 983 \
    fp_util 0.416 \
    setup_slack_ns -0.326 \
    grt_pass1_wl_um 17400 \
    pre_cts_ws_ns -0.203 \
    pwr-share-clk 0.530 \
    clk_pin_slew_ns 0.03 \
    worstHoldPathType "input pin to output pin" \
    yosys_area_mm2 0.00533 \
    clock-root-buffer "clkbuf_16" \
    grt-ovfl-total 0 \
    grt_max_degree 32 \
    viasPerCell 4.63 \
    whs_ns 2.21 \
    numCtsBuffers 17 \
    yosys_warnings 1 \
    vias 3277 \
    wl_per_cell_um 15.3 \
    violations "setup timing" \
    initialDrtViolationCount 66 \
    cellPowerDensity_mw_per_mm2 513 \
    cp.arrival_ns 3.69 \
    ys_seq_share 0.721 \
    synth_area_per_cell_um2 19.7 \
    syn2layout_area_growth_pct 43.5 \
    die_h_um 117 \
    largest-register "registers" \
    path_cells "mux4_2, a21boi_2, buf_2" \
    warning_count 156 \
    leakage_nw 3.20 \
    worst_slew_pin_slew_ns 0.491 \
    sw_frac_of_total 0.241 \
    cts_tree "built" \
]
[how the worst max path moves through the flow]
stage               startpoint  cells past startpoint  slack, ns  endpoint
CTS           registers[0][18]                      3      -0.34  cout[18]
global route   registers[0][8]                      3      -0.39   cout[8]
finish         registers[1][9]                      3      -0.33   cout[9]
[cells by family after synthesis]
family / after synthesis / share of synthesized area
buf+inv: 38 / 0.0505
compound gates: 33 / 0.0465
simple gates: 39 / 0.0441
flops: 128 / 0.721
mux: 32 / 0.138
[stage by stage]
| stage | power (mW) | instance area (µm²) | cells |
|---|---|---|---|
| 6_report | 3.92 | 7650 | 708 |
| 5_1_grt | 4.17 | 7650 | 708 |
| 4_1_cts | 3.99 | 7660 | 707 |
| 3_5_place_dp | 2.07 | 6610 | 539 |
| 3_3_place_gp | 2.07 | 6610 | 539 |
| 2_1_floorplan | 1.88 | 5400 | 270 |
[cell type report]
| type | count | area, µm² | share of cell area |
|---|---|---|---|
| flip-flops and latches | 128 | 3840 | 0.503 |
| multi-input cells | 104 | 1300 | 0.170 |
| repair buffers | 143 | 1140 | 0.150 |
| clock inverters | 143 | 716 | 0.0936 |
| clock buffers | 17 | 425 | 0.0556 |
| well taps | 172 | 215 | 0.0281 |
| inverters | 1 | 3.75 | 0.000491 |
[layer usage]
metal / global-route usage / vias up / share of wire
met5: 0 / - / 0.0022
met4: 0.0585 / 4 / 0.0048
met3: 0.132 / 12 / 0.10
met2: 0.271 / 147 / 0.52
met1: 0.210 / 1546 / 0.37
li1: - / 1568 / -
[power groups by stage]
stage	clock network [mW]	registers (mW)	logic [mW]
4_1_cts	2.14	1.53	0.321
5_1_grt	2.29	1.54	0.342
6_report	2.08	1.53	0.312
[cell usage after synthesis, drive strengths merged]
cell type,number,area share
nor2,3,0.0021
nand2,2,0.0014
mux4,32,0.14
clkbuf,7,0.0049
and2,31,0.036
edfxtp,128,0.72
a21boi,31,0.044
o21a,1,0.0014
buf,29,0.044
nand2b,1,0.0012
nor3,1,0.0019
and3,1,0.0012
inv,2,0.0014
o31ai,1,0.0014
[repair_timing]
action / 4_1_cts / 5_1_grt
setup endpoints to repair: 53 / 38
gates resized: 144 / 8
setup buffers: 13 / 1
No activity file was given, so power comes from the tool's default toggle rates.

File: flow/config.mk
export PLATFORM = sky130hd
export DESIGN_NAME = register_file
export DESIGN_NICKNAME = register_file
export VERILOG_FILES = /design/flow/design.v
export SDC_FILE = /design/flow/constraint.sdc
export NUM_CORES = 4
export LEC_CHECK = 1
export CORE_UTILIZATION = 30
File: flow/constraint.sdc
current_design register_file

set clk_period 7.0
set clk_io_pct 0.2

create_clock -name clk0 -period $clk_period [get_ports {clk}]

set non_clock_inputs [all_inputs -no_clocks]
set_input_delay [expr $clk_period * $clk_io_pct] -clock clk0 $non_clock_inputs
set_output_delay [expr $clk_period * $clk_io_pct] -clock clk0 [all_outputs]
File: flow/design.v
module register_file (
    input logic clk,
    input logic write_enable,
    input logic [4:0] write_address,  
    input logic [31:0] write_data,    
    input logic [4:0] read_address1,  
    input logic [4:0] read_address2,  
    output logic [31:0] read_data1,  
    output logic [31:0] read_data2   
);
    logic [31:0] registers[0:31];  
    always @(negedge clk) begin
        if (write_enable && write_address != 0) begin  
            registers[write_address] <= write_data;
        end
    end
    always_comb begin
        read_data1 = (read_address1 == 0) ? 0 : registers[read_address1];
        read_data2 = (read_address2 == 0) ? 0 : registers[read_address2];
    end
endmodule
File: flow/run.sh
#!/bin/bash
# OpenROAD 26Q1-2900-gdf79404cd8, Yosys 0.63+post, stock flow scripts
make -C /OpenROAD-flow-scripts/flow DESIGN_CONFIG=/design/flow/config.mk WORK_HOME=/design/flow/orfs finish
==> impl_metrics.json <==
{
  "fp_util_pct": 30.4,
  "drive_above_1_share_pct": 33.2,
  "layout.area.seq_sq_mm": 0.0307,
  "gp_congestion": 0.855,
  "clockBufferDepth": 3,
  "ys_ff": 1024,
  "clk_pin_slew_worst_paths_ps": 30,
  "worst_slack_ps": -487,
  "crit_slowest_cell": "mux4_2",
  "crit_arrival_ps": 6090,
  "cp_cell_sequence": "mux4_2 -> mux4_2 -> o22ai_4 -> nor3_4 -> buf_2",
  "routed_via_density": 5.26,
  "route.detailed.drc": 0,
  "grt_first_pass_wirelength_mm": 227,
  "min_path_cells": 6,
  "crit_path_end_kind": "output port",
  "crit_top_cell": "mux4_2",
  "final_cell_mix": "inv_1, edfxtp_1, mux4_2, buf_4, mux2i_1",
  "mux_share_pct": 26.6,
  "avgSynthCellArea_sq_um": 20.6,
  "cts_buffers": 109,
  "antenna_found_initial": 4,
  "fin_util_pct": 40.1,
  "dp.cells": 4519,
  "ir_worst_vdd_v": 0.000218,
  "fp-row-count": 144,
  "netlist_area_sq_mm": 0.0470,
  "dieArea_sq_mm": 0.158,
  "cp-start-kind": "register",
  "cpPeakStageDelay_ps": 560,
  "reg.largest.list": "registers (1024)",
  "yosysUniqueCellTypes": 36,
  "place_area_sq_mm": 0.0527,
  "yosys_warnings": 1,
  "regMostFlops": "registers",
  "dp.final_hpwl_mm": 92.5,
  "ys_sh_simple_pct": 1.69,
  "drv_cap": 0,
  "dr.pass1.iters": 5,
  "wirelength_mm": 157,
  "cp.required_ps": 5600,
  "fillCellCount": 13200,
  "top_logic_kind": "multiplexers",
  "ys_seq_share_pct": 65.4,
  "outcome": "finished, violations left",
  "worstSetupPathType": "register to output port",
  "violations": "negative setup slack",
  "num_io_pins": 113,
  "numPortBuffers": 112,
  "core_sq_mm": 0.155,
  "rsz0062_at_grt": "yes",
  "layout_top_cell": "inv_1",
  "largest_reg_flops": 1024,
  "die_h_microns": 398,
  "ys_sh_aoi_pct": 4.21,
  "cts_hold_buf": 0,
  "area_delta_synth_final_pct": 32.0,
  "synth.cellmix.xorXnorShare_pct": 0,
  "post-place-ws_ps": -393,
  "yosys.area_share.adder_pct": 0,
  "p_per_area_mw_per_mm2": 270,
  "leakage_nw": 23.9,
  "ys_cells": 2281,
  "post_drt_wl_per_cell_microns": 27.2,
  "hold_path.class": "input port to output port",
  "finalSetupViolations": 64,
  "cts_sinks": 1024,
  "synthCells": 2281,
  "drtIter0Drc": 1725,
  "tool_warnings": 1030,
  "finalHoldViolations": 0,
  "num_vias": 30400,
  "root_buffer": "clkbuf_16",
  "cts_tree": "done",
  "grt_max_degree": 63,
  "ctsHtreeMaxLevel": 3,
  "final_max_slew_viol_count": 0,
  "yosys_area_sq_mm": 0.0470,
  "max-slew-margin-rel_pct": 19.5,
  "final_cells": 5784,
  "die_w_microns": 398,
  "tns_ps": -22210,
  "grt_pass1_vias": 36700,
  "final_area_sq_mm": 0.0620,
  "logic_area_sq_mm": 0.0172,
  "cp_max_fo": 2,
  "grt_use_total_pct": 21.5,
  "grt_remaining_overflow": 0,
  "worst_pin_slew_ps": 1200,
  "ant_nets": 0
}
repair_timing:
| item | 4_1_cts | 5_1_grt |
|---|---|---|
| resized | 463 | 17 |
| pin swaps | 137 | 36 |
| endpoints found under the setup margin | 64 | 64 |
| setup buffers | 38 | 14 |
layer usage:
layer	GRT usage, %	wire length (microns)	part of all wire, %
met1	20.0	46900	30
met4	9.58	6050	3.8
met5	1.85	287	0.18
met3	20.2	29600	19
met2	31.3	74400	47
worst max-delay path: cells and delay by family, from the launching register on:
family / cells / cell delay [ps]
AND/OR/NAND/NOR: 1 / 110
buffers and inverters: 1 / 150
AND-OR/OR-AND: 1 / 160
multiplexers: 2 / 1040
flip-flops: 1 / 390
where the power goes:
part / internal, mW / switching, mW
combinational: 0.618 / 0.779
sequential: 6.89 / 0.0384
clock: 4.49 / 3.95
through the flow:
| stage | hold WS (ps) | total power, mW |
|---|---|---|
| after floorplan | 3090 | 8.54 |
| after global placement | 4040 | 9.15 |
| after detailed placement | 4030 | 9.17 |
| after CTS | 3710 | 17.0 |
| after global routing | 3760 | 17.8 |
| final | 3720 | 16.8 |
Yosys cell counts:
cell type	count	area share (%)
a2111oi_0	32	0.60
a211oi_1	36	0.58
a21oi_1	6	0.064
a221oi_1	5	0.093
a22o_1	51	0.95
a22oi_1	12	0.19
a32o_1	3	0.064
and2_1	3	0.040
and4b_1	1	0.021
buf_1	14	0.11
buf_2	50	0.53
buf_4	27	0.43
buf_6	14	0.34
clkbuf_1	84	0.67
conb_1	1	0.0080
edfxtp_1	1024	65
inv_1	2	0.016
mux2_2	37	0.89
mux2i_1	146	3.1
mux4_2	471	23
nand2_1	9	0.072
nand2b_1	6	0.080
nand3_1	4	0.043
nand3b_1	7	0.11
nor2_1	37	0.30
nor2b_1	16	0.21
nor3_1	55	0.59
nor4_1	4	0.053
nor4_2	1	0.027
nor4b_1	1	0.019
o21bai_1	2	0.032
o221ai_1	29	0.54
o22ai_1	83	1.1
or2_2	2	0.027
or3_1	2	0.027
or3b_2	4	0.075
path summary, 6_finish.rpt:
kind | slack, ps | startpoint | to
worst min-delay path | 3720 | read_address1[3] | read_data1[10]
worst max-delay path | -490 | registers[30][18]$_DFFE_NP_ | read_data1[18]
area by class of cell:
cell class / count / area share (%)
sequential: 1024 / 49.6
multi-input combinational: 1097 / 27.8
clock inverter: 1118 / 8.09
timing repair buffer: 390 / 6.05
clock buffer: 109 / 4.40
tap: 2044 / 4.12
inverter: 1 / 0.00605
antenna: 1 / 0.00403
logic make-up after synthesis:
logic type	count (synthesis)
other	1
AOI/OAI and AO/OA	259
and+or+nand+nor	152
DFF	1024
muxes	654
buffers and inverters	191
Power and IR drop assume default switching activity.
